==> flow/design.v <==
package fsm_pkg;
localparam a = 2'b00;
localparam b = 2'b01;
localparam c = 2'b10;
endpackage
module ram #(
    parameter NB_COL        = 4,
    parameter COL_WIDTH     = 8,
    parameter RAM_ADDR_BITS = 32,
    parameter WORD_WIDTH    = NB_COL*COL_WIDTH
) (
    input  logic                     clk_i,
    input  logic                     en_a_i,
    input  logic                     en_b_i,
    input  logic [NB_COL-1:0]        we_a_i,
    input  logic [NB_COL-1:0]        we_b_i,
    input  logic                     rst_i,
    input  logic                     en_reg_i,
    input  logic [RAM_ADDR_BITS-1:0] addr_a_i,
    input  logic [RAM_ADDR_BITS-1:0] addr_b_i,
    input  logic [WORD_WIDTH-1:0]    data_a_i,
    input  logic [WORD_WIDTH-1:0]    data_b_i,
    output logic [WORD_WIDTH-1:0]    data_a_o,
    output logic [WORD_WIDTH-1:0]    data_b_o
);
    localparam RAM_DEPTH = 2**RAM_ADDR_BITS;
    logic [WORD_WIDTH-1:0] bram [RAM_DEPTH-1:0];             
    logic [WORD_WIDTH-1:0] ram_data_a_ff, ram_data_b_ff;     
    logic [WORD_WIDTH-1:0] data_out_reg_ff;                  
    always_ff @( posedge clk_i ) begin
        if (en_a_i)                              
            ram_data_a_ff  <= bram[addr_a_i];
    end
    always_ff @( posedge clk_i ) begin
        if (en_b_i) 
            ram_data_b_ff  <= bram[addr_b_i];
    end
    generate
    for (genvar i = 0; i < NB_COL; i++) begin
        always_ff @( posedge clk_i ) begin
            if (en_a_i & we_a_i[i])
                bram[addr_a_i][(i+1)*COL_WIDTH-1:i*COL_WIDTH] <= data_a_i[(i+1)*COL_WIDTH-1:i*COL_WIDTH];
        end
        always_ff @( posedge clk_i ) begin
            if (en_b_i & we_b_i[i])
                bram[addr_b_i][(i+1)*COL_WIDTH-1:i*COL_WIDTH] <= data_b_i[(i+1)*COL_WIDTH-1:i*COL_WIDTH];  
        end
    end
    endgenerate
    always_ff @( posedge clk_i  ) begin
        if      (rst_i) 
            data_out_reg_ff <= {WORD_WIDTH{1'b0}};
        else if (en_reg_i)
            data_out_reg_ff <= ram_data_a_ff;
    end
    assign data_a_o = data_out_reg_ff;
    assign data_b_o = ram_data_b_ff;
endmodule
==> flow/run.sh <==
#!/bin/bash
# OpenROAD 26Q1-2900-gdf79404cd8, Yosys 0.63+post, stock flow scripts
make -C /OpenROAD-flow-scripts/flow DESIGN_CONFIG=/design/flow/config.mk WORK_HOME=/design/flow/orfs finish
==> flow/config.mk <==
export PLATFORM = sky130hd
export DESIGN_NAME = ram
export DESIGN_NICKNAME = ram
export VERILOG_FILES = /design/flow/design.v
export SDC_FILE = /design/flow/constraint.sdc
export NUM_CORES = 4
export LEC_CHECK = 1
export CORE_UTILIZATION = 50
==> flow/constraint.sdc <==
current_design ram

set clk_period 4.7
set clk_io_pct 0.2

create_clock -name clk0 -period $clk_period [get_ports {clk_i}]

set non_clock_inputs [all_inputs -no_clocks]
set_input_delay [expr $clk_period * $clk_io_pct] -clock clk0 $non_clock_inputs
set_output_delay [expr $clk_period * $clk_io_pct] -clock clk0 [all_outputs]
==> notes.md <==
Implementation results are summarized by area below.

Synth
The number of different library cells used by synthesis comes to 19. The synthesized design contains 128 enable-type register cells. The total of flip-flops plus latches after synthesis is 160. Among all flip-flop cells after synthesis, the most frequent one is edfxtp_1. The register area share after synthesis is 0.625. The synth_stat.txt file lists the number of cells as 435.

The cell with the most instances after synthesis is edfxtp_1. According to the Yosys statistics, the synthesized design has a chip area of between 7000 and 8000 sq um. Sorting the synthesized cells by how often they occur yields edfxtp_1, mux2_2, nor2_1. The main area contributors are edfxtp_1, mux2_2, dfxtp_1, mux2_4, mux2i_1. The cell type with the largest total area is edfxtp_1. The number of warnings printed during yosys synthesis is 1. The portion of synthesized cell area occupied by the leading cell type is 0.535.

The proportion of synthesized flip-flops having asynchronous set or reset is 0. The synthesized netlist occupies a cell area of between 7000 and 8000 sq um. Synthesis produced 435 cells. The average instance area after synthesis is ~17 sq um.

Clock network
The timing report gives the clock slew at the launch and capture registers of the worst setup and hold paths as around 0.060 ns. The number of buffers created by CTS is 17. The clock sink count is 160. The clock passes through at most 2 buffers. CTS built an H-tree with a depth of 4. The hold buffer count at CTS is 0. In this run the clock root is driven by a clkbuf_16. In this run, post-CTS repair resized a total of 0 instances.

The clock network latency to the later pin of the worst-skew pair is 0.42 ns. The number of setup buffers added after CTS is 0. The CTS tree is yes.

Critical path
The critical path capture point type is a flop. The required arrival time at the worst endpoint is slightly below 5 ns. The maximum fanout along the worst path is 9.

The critical path class is in -> reg. The category of the worst setup path launch point is an input pin. The data arrival at the endpoint of the critical path is 3.13 ns.

Counting cells, the worst reg-to-reg path comes to 1.

Timing
The number of endpoints with negative hold slack in the final report is 0. The final sum of negative setup slack is 0 ns. Hold is met by 0.481 ns. For the pin with the worst max-slew slack, the measured transition is slightly below 0.7 ns. The worst path needs 3.00 ns of the cycle, external delays included. Setup repair after global routing left no endpoint under its margin. Max-slew check failures listed in the final report amount to 0. Per the slew report, the remaining headroom to the max-slew limit stands at 0.536. The maximum frequency from static timing analysis is 333 MHz.

The final worst slack is approximately 1.7 ns. The final timing summary puts the cycle share of the worst path at 0.639. The final timing report counts setup violations totalling 0. Across the routed clock network, the largest skew measured is ~0.006 ns.

GRT
Across every metal layer, demand over resource in global routing totals 0.242. The initial antenna violation count is 0. The first-pass GRT wire length is 24.4 mm. Entering global routing, the biggest net connects 40 pins. After global routing the overflow that remains totals 0. The via count of the first global-routing pass came to 4631.

Final layout
The number of fillers in the final layout is 909. The number of non-filler instances in the completed layout is roughly 840. After routing the design area is ~9900 sq um. Relative to the synthesized area, the layout overhead comes to 38.5%. Of the cells placed in the final design, the portion with a size suffix greater than 1 is 0.293. The area of the multi-input gates is 2620 sq um. The flip-flop and latch area is between 4000 and 5000 sq um. Once layout is complete, the utilization of the core stands at 0.714.

Pwr
The maximum vdd drop is 0.000260 V. After layout, the design draws a total of between 3 and 4 mW. The leakage power total is 3.66 nW.

The total power divided by cell area is between 300 and 400 nW/um^2.

Floorplan
The x dimension of the die is 122 um. The total die size is roughly 15000 sq um. Per the OpenROAD floorplan log, the height of the die is 122 um.

The initial utilization of the core area, before any placement, comes to 0.515. 205 I/O pins were placed. The floorplan step defined a core boundary enclosing 13900 sq um. According to the floorplan log, the row count is 43.

Job
Across the run, the number of max-cap violations was 0. Warnings raised by the tools during the run amount to 26.

Hold path
The worst hold path was traced through 2 stages. The type of the worst min-delay path is reg -> reg.

Route
The iteration count recorded for the first detailed-route pass is 4. The total via count after detailed routing is 4517. The via density per instance is 5.36. The script logs the mean routed wire length per placed instance as between 15 and 20 um. After detailed routing, the total wire length is 16.2 mm. In the routed design, unresolved DRC markers number 0.

The final antenna diode count is 0. The detail route stage leaves a number of antenna-violating nets equal to 0. The first-iteration detailed-routing DRC count is around 170.

Placement
The wire-length estimate of the detail-placed layout is 11.6 mm. The placed instance area is 9420 sq um. The tally of buffers added on design ports is 204.

At the placement stage, the worst setup path has a slack of 1.26 ns. The final weighted congestion of routability-driven global placement is 0.903. The cell count after placement is 812.

Outcome
The flow ran to the end, and the final reports show no timing, DRC or antenna violations.
-- report_power, final --
part | internal, mW | total [mW] | switching, mW
Clock | 0.707 | 1.21 | 0.499
Sequential | 1.57 | 1.58 | 0.0142
Combinational | 0.210 | 0.322 | 0.112
-- path summary, 6_finish.rpt --
kind / slack (ns) / start / endpoint
max: 1.70 / addr_a_i[16] / bram[-1][17]
min reg2reg: 0.48 / ram_data_a_ff[10] / data_out_reg_ff[10]
max reg2reg: 3.76 / bram[-1][21] / ram_data_a_ff[21]
min: 0.48 / ram_data_a_ff[10] / data_out_reg_ff[10]
-- metal layers --
metal	up-vias	track usage	part of all wire
met1	2173	0.336	0.38
met4	0	0.0285	0.012
met5	-	0	0
met3	14	0.0887	0.089
li1	2140	-	-
met2	190	0.401	0.52
-- layout make-up --
type | count | area share
flip-flops and latches | 160 | 0.451
multi-input cells | 258 | 0.264
repair buffers | 214 | 0.210
clock buffers | 24 | 0.0484
well taps | 180 | 0.0227
clock inverters | 7 | 0.00378
-- cell families (layout without fill, tap and decap cells) --
| family | after synthesis | count (layout) | share of synthesized area |
|---|---|---|---|
| buf+inv | 17 | 245 | 0.00993 |
| mux | 160 | 160 | 0.262 |
| flops | 160 | 160 | 0.625 |
| simple gates | 90 | 90 | 0.0955 |
| compound gates | 8 | 8 | 0.00767 |
-- registers in the layout, summed over array words and instances (netlist names) --
signal and flops:
ram_data_b_ff 32, bram[-1] 32, ram_data_a_ff 32, data_out_reg_ff 32, bram 32
-- worst max-delay path: stages --
cell and delay, ns:
clkdlybuf4s50_1 0.56, nand4_1 0.17, nor4_4 0.48, nand4_2 0.37
o21ai_0 0.36, buf_4 0.25
-- cells in the final DEF, fill, tap and decap left out, types with 2 or more instances in the layout --
cell type | netlist | final
dfxtp_1 | 32 | 32
o21ai_0 | 4 | 4
clkinv_2 | 0 | 6
nor2_1 | 33 | 33
buf_2 | 0 | 5
nand2_1 | 9 | 9
buf_4 | 0 | 10
nor3_4 | 4 | 4
clkdlybuf4s50_1 | 0 | 199
nand4_4 | 2 | 2
nor4_4 | 8 | 8
clkbuf_16 | 0 | 17
nand4_1 | 18 | 18
edfxtp_1 | 128 | 128
mux2_2 | 96 | 96
clkbuf_8 | 0 | 3
nor4_1 | 10 | 10
nand4_2 | 4 | 4
a31o_2 | 4 | 4
nor4_2 | 2 | 2
clkbuf_1 | 12 | 4
mux2_4 | 32 | 32
mux2i_1 | 32 | 32
Power and IR drop assume default switching activity.
