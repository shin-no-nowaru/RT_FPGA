==> design/flow/design.v <==
package fsm_pkg;
localparam a = 2'b00;
localparam b = 2'b01;
localparam c = 2'b10;
endpackage
module hex_driver(
  input logic        clk_i,
  input logic        rst_i,
  input logic [7:0]  data_i,
  output logic [7:0] an,
  output logic       ca,
  output logic       cb,
  output logic       cc,
  output logic       cd,
  output logic       ce,
  output logic       cf,
  output logic       cg
);
  logic [2:0] clk_div_ff;
  logic       scan_cnt_ff;
  logic [3:0] dc_hex_data;
  logic [6:0] seg;
  always_ff @(posedge clk_i or posedge rst_i) begin
    if (rst_i)
      clk_div_ff <= '0;
    else
      clk_div_ff <= clk_div_ff + 1;
  end
  always_ff @(posedge clk_i or posedge rst_i) begin
    if (rst_i)
      scan_cnt_ff <= 3'd0;
    else if(clk_div_ff == 0)
      scan_cnt_ff <= scan_cnt_ff + 1;
  end
  always_comb begin
    case (scan_cnt_ff)
      3'd0: dc_hex_data = data_i[3:0];
      3'd1: dc_hex_data = data_i[7:4];
    endcase
  end
  always_comb begin
    case(dc_hex_data)  
      4'h0: seg = 7'b1000000;  
      4'h1: seg = 7'b1111001;  
      4'h2: seg = 7'b0100100;  
      4'h3: seg = 7'b0110000;  
      4'h4: seg = 7'b0011001;  
      4'h5: seg = 7'b0010010;  
      4'h6: seg = 7'b0000010;  
      4'h7: seg = 7'b1111000;  
      4'h8: seg = 7'b0000000;  
      4'h9: seg = 7'b0010000;  
      4'ha: seg = 7'b0001000;  
      4'hb: seg = 7'b0000011;  
      4'hc: seg = 7'b1000110;  
      4'hd: seg = 7'b0100001;  
      4'he: seg = 7'b0000110;  
      4'hf: seg = 7'b0001110;  
    endcase
  end
  always_comb begin
    case (scan_cnt_ff)
      3'd0: an = 8'b11111110;
      3'd1: an = 8'b11111101;
    endcase
  end
  assign ca = seg[0];
  assign cb = seg[1];
  assign cc = seg[2];
  assign cd = seg[3];
  assign ce = seg[4];
  assign cf = seg[5];
  assign cg = seg[6];
endmodule
module dynamic_hex(
    input logic        clk_i,
    input logic        SW_i,
    input logic        nkey_i,
    output logic [7:0] an_o,
    output logic       ca_o,
    output logic       cb_o,
    output logic       cc_o,
    output logic       cd_o,
    output logic       ce_o,
    output logic       cf_o,
    output logic       cg_o
    );
    logic key_i;
    logic [31:0] word1, word2, data;
    hex_driver bin2hex (
        .clk_i(clk_i),
        .rst_i(key_i),
        .data_i(data),
        .an(an_o),
        .ca(ca_o),
        .cb(cb_o),
        .cc(cc_o),
        .cd(cd_o),
        .ce(ce_o),
        .cf(cf_o),
        .cg(cg_o)
    );
    assign word1 = 32'h01234516;  
    assign word2 = 32'h7892a916;  
    assign data  = (SW_i) ? word2 : word1;
    assign key_i = ~nkey_i;
endmodule
==> design/flow/run.sh <==
#!/bin/bash
# OpenROAD 26Q1-2900-gdf79404cd8, Yosys 0.63+post, stock flow scripts
make -C /OpenROAD-flow-scripts/flow DESIGN_CONFIG=/design/flow/config.mk WORK_HOME=/design/flow/orfs finish
==> design/flow/config.mk <==
export PLATFORM = sky130hd
export DESIGN_NAME = dynamic_hex
export DESIGN_NICKNAME = dynamic_hex
export VERILOG_FILES = /design/flow/design.v
export SDC_FILE = /design/flow/constraint.sdc
export NUM_CORES = 4
export LEC_CHECK = 1
export CORE_AREA = 10 10 70 70
export DIE_AREA = 0 0 80 80
==> design/flow/constraint.sdc <==
current_design dynamic_hex

set clk_period 1.3
set clk_io_pct 0.2

create_clock -name clk0 -period $clk_period [get_ports {clk_i}]

set non_clock_inputs [all_inputs -no_clocks]
set_input_delay [expr $clk_period * $clk_io_pct] -clock clk0 $non_clock_inputs
set_output_delay [expr $clk_period * $clk_io_pct] -clock clk0 [all_outputs]
==> flow_summary_export.csv <==
group,metric,value,unit
placement,place_inst,75,
pwr,clkPwrFrac,54.2,%
routing,route.detailed.drc,0,
routing,via_per_inst,1.99,
sta,slew_violations,0,
layout,area_growth,55.1,%
yosys,ys_seq_share,37.4,%
yosys,ys_area,268,um2
critical_path,r2r_start,"bin2hex.scan_cnt_ff",
floorplan,placeableCoreArea,3420,um2
yosys,syn_area_per_cell,9.92,um2
sta,fin_ws,0.0807,ns
critical_path,start_kind,"flop",
pwr,p_int,0.231,mW
clock_network,clk_pin_slew,0.04,ns
pwr,ir_drop,0.125,mV
floorplan,dieHeight,80,um
global_routing,grt_pass1_wl,841,um
yosys,synth_cell_types,8,
placement,place_area,344,um2
floorplan,io_pins,18,
clock_network,clk_latency,0.24,ns
pwr,switchingPower,0.0552,mW
pwr,p_total,0.286,mW
floorplan,rows,21,
routing,drt_pass1_iterations,2,
job,tool_warnings,28,
sta,tns,0,ns
placement,place.gp.congestion,0.725,
floorplan,die_width,80,um
sta,finalHoldViolCount,0,
sta,rsz0062_at_grt,"no",
routing,wl_per_cell,6.46,um
routing,drtIter0Drc,6,
yosys,top_area_share,37.4,%
global_routing,antenna_found_initial,0,
routing,vias,165,
placement,pre_cts_ws,0.0509,ns
placement,portBuffers,9,
layout,stdcell_area,415,um2
critical_path,critPathMaxFanout,5,
yosys,ys_cells,27,
clock_network,clock-root-buffer,"clkbuf_4",
critical_path,r2r_setup_slack,0.13,ns
layout,lay_top_cells,"conb_1, dlygate4sd2_1, clkdlybuf4s15_1, buf_4",
pwr,p_leak,0.204,nW
yosys,top_cells_by_area,"dfrtp_1, buf_4, ha_1",
critical_path,cp.arrival,0.96,ns
pwr,pwr-share-seq,43.7,%
yosys,syn-instance-count,27,
layout,drive_above_1_share,35.1,%
layout,layout.cells.non_filler,83,
global_routing,grt_overflow,0,
clock_network,cts.sinks,4,
critical_path,critPathRequiredTime,1.04,ns
yosys,syn_area,268,um2
floorplan,dieArea,6400,um2
critical_path,crit_type,"flop to output pin",
global_routing,grtUsageTotal,1.76,%
pwr,p_sw_share,19.3,%
routing,insertedDiodeCount,0,
sta,fin_crit_sh,93.8,%
global_routing,grt_pass1_vias,212,
pwr,combPwrFrac,2.1,%
clock_network,clockBufferDepth,2,
sta,finalClockSkew,0.00760,ns
sta,period_needed,1.22,ns
routing,drt_wl_total,536,um
yosys,ys.flops,4,
critical_path,r2r_end,"bin2hex.scan_cnt_ff",
floorplan,fp_util,7.84,%
sta,fmax,820,MHz
clock_network,cts-htree-levels,1,
yosys,top_area_cell,"dfrtp_1",
global_routing,grt_start_max_net_pins,6,
placement,dpl.hpwl,386,um
sta,finalSetupViolations,0,
pwr,power_density,689,nW/um2
status,outcome,"finished clean",
routing,ant_nets,0,
layout,lay_top_count,"conb_1",
clock_network,cts_tree,"built",
critical_path,r2r_cells,6,
job,maxCapViolations,0,
critical_path,worstSetupEndpointType,"output pin",
worst_hold_path,hp-class,"primary input to asynchronous set/reset pin",
clock_network,numCtsBuffers,3,
yosys,yosysWarnings,2,
-- power by group through the flow --
stage	clock network (mW)	registers (mW)	logic (mW)
6_report	0.155	0.125	0.00601
5_1_grt	0.175	0.125	0.00734
4_1_cts	0.163	0.125	0.00669
-- timing repair --
action / in CTS / in global routing
resized: 10 / 7
pin swaps: 0 / 1
hold buffers: 0 / 0
setup buffers: 7 / 0
endpoints found under the setup margin: 8 / 5
gates cloned: 0 / 0
-- metrics by stage --
| step | hold slack, ns | utilization, % |
|---|---|---|
| 6_report | 0.220 | 12.2 |
| 5_1_grt | 0.222 | 12.2 |
| 4_1_cts | 0.215 | 12.0 |
| 3_5_place_dp | 0.445 | 10.1 |
| 3_3_place_gp | 0.430 | 10.1 |
| 2_1_floorplan | -0.0356 | - |
-- Yosys cell counts, drive strengths merged --
cell type,n
dfrtp,4
conb,2
xnor2,1
xor2,1
buf,13
inv,3
nor2b,1
ha,2
-- layer usage --
layer	up-vias	GRT usage [%]	part of all wire (%)
li1	77	-	-
met1	72	1.60	39
met2	16	2.09	34
met3	0	2.61	28
met4	0	0.528	0
met5	-	0	0
-- state kept, by name (all words and copies together), names as in the netlist --
register / cells
bin2hex.clk_div_ff: 3
bin2hex.scan_cnt_ff: 1
-- worst max path at each step --
stage,start,to,slack (ns),cells after the start
6_report,bin2hex.scan_cnt_ff,ca_o,0.08,2
5_1_grt,bin2hex.scan_cnt_ff,an_o[0],0.04,2
4_1_cts,bin2hex.scan_cnt_ff,bin2hex.scan_cnt_ff,-0.05,8
-- worst max-delay path: stages, from the launching register on --
cell and delay, ns:
dfrtp_2 0.43, buf_6 0.12, clkdlybuf4s15_1 0.17
-- cell type report --
class	instances	area, um2
clock buffers	3	22.5
fillers	396	3000
inverters	3	11.3
multi-input cells	12	85.1
flip-flops and latches	4	101
well taps	46	57.6
repair buffers	15	138
-- logic make-up after synthesis --
kind of cell	after synthesis	synth area share [%]
flops	4	37.4
simple gates	1	3.27
buf+inv	16	40.7
xor+xnor	2	6.54
other cells	2	2.80
fa+ha+maj	2	9.34
Power is estimated from default activity; no workload was simulated.
