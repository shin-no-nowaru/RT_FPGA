<file path="run.sh">
#!/bin/bash
# OpenROAD 26Q1-2900-gdf79404cd8, Yosys 0.63+post, stock flow scripts
make -C /OpenROAD-flow-scripts/flow DESIGN_CONFIG=/design/flow/config.mk WORK_HOME=/design/flow/orfs finish
</file>
<file path="config.mk">
export PLATFORM = sky130hd
export DESIGN_NAME = registers
export DESIGN_NICKNAME = registers
export VERILOG_FILES = /design/flow/design.v
export SDC_FILE = /design/flow/constraint.sdc
export NUM_CORES = 4
export LEC_CHECK = 1
export CORE_UTILIZATION = 30
</file>
<file path="constraint.sdc">
current_design registers

set clk_period 2.5
set clk_io_pct 0.2

create_clock -name clk0 -period $clk_period [get_ports {clk_i}]

set non_clock_inputs [all_inputs -no_clocks]
set_input_delay [expr $clk_period * $clk_io_pct] -clock clk0 $non_clock_inputs
set_output_delay [expr $clk_period * $clk_io_pct] -clock clk0 [all_outputs]
</file>
<file path="design.v">
package fsm_pkg;
localparam a = 2'b00;
localparam b = 2'b01;
localparam c = 2'b10;
endpackage
module button_sync(
  input  logic clk,
  input  logic in,
  output logic out
);
  logic [2:0] button_syncroniser;
  logic       button_was_pressed;
  always_ff @(posedge clk) begin
    button_syncroniser[0] <= in;
    button_syncroniser[1] <= button_syncroniser[0];
    button_syncroniser[2] <= button_syncroniser[1];
  end
  assign button_was_pressed = ~button_syncroniser[2]
                            &  button_syncroniser[1];
  assign out = button_was_pressed;
endmodule
module hex_driver(
  input logic        clk_i,
  input logic        rst_i,
  input logic [7:0]  data_i,
  output logic [7:0] an,
  output logic       ca,
  output logic       cb,
  output logic       cc,
  output logic       cd,
  output logic       ce,
  output logic       cf,
  output logic       cg
);
  logic [2:0] clk_div_ff;
  logic       scan_cnt_ff;
  logic [3:0] dc_hex_data;
  logic [6:0] seg;
  always_ff @(posedge clk_i or posedge rst_i) begin
    if (rst_i)
      clk_div_ff <= '0;
    else
      clk_div_ff <= clk_div_ff + 1;
  end
  always_ff @(posedge clk_i or posedge rst_i) begin
    if (rst_i)
      scan_cnt_ff <= 3'd0;
    else if(clk_div_ff == 0)
      scan_cnt_ff <= scan_cnt_ff + 1;
  end
  always_comb begin
    case (scan_cnt_ff)
      3'd0: dc_hex_data = data_i[3:0];
      3'd1: dc_hex_data = data_i[7:4];
    endcase
  end
  always_comb begin
    case(dc_hex_data)  
      4'h0: seg = 7'b1000000;  
      4'h1: seg = 7'b1111001;  
      4'h2: seg = 7'b0100100;  
      4'h3: seg = 7'b0110000;  
      4'h4: seg = 7'b0011001;  
      4'h5: seg = 7'b0010010;  
      4'h6: seg = 7'b0000010;  
      4'h7: seg = 7'b1111000;  
      4'h8: seg = 7'b0000000;  
      4'h9: seg = 7'b0010000;  
      4'ha: seg = 7'b0001000;  
      4'hb: seg = 7'b0000011;  
      4'hc: seg = 7'b1000110;  
      4'hd: seg = 7'b0100001;  
      4'he: seg = 7'b0000110;  
      4'hf: seg = 7'b0001110;  
    endcase
  end
  always_comb begin
    case (scan_cnt_ff)
      3'd0: an = 8'b11111110;
      3'd1: an = 8'b11111101;
    endcase
  end
  assign ca = seg[0];
  assign cb = seg[1];
  assign cc = seg[2];
  assign cd = seg[3];
  assign ce = seg[4];
  assign cf = seg[5];
  assign cg = seg[6];
endmodule
module registers (
    input  logic       clk_i,
    input  logic [9:0] SW_i,
    input  logic [1:0] NKEY_i,
    output logic [9:0] LEDR_o,
    output logic [7:0] an_o,
    output logic       ca_o,
    output logic       cb_o,
    output logic       cc_o,
    output logic       cd_o,
    output logic       ce_o,
    output logic       cf_o,
    output logic       cg_o
);
    logic button_was_pressed;
    logic [1:0] KEY;
    logic [9:0] SW_reg;
    logic [7:0] cnt;
    button_sync button (
        .clk(clk_i),
        .in(KEY[0]),
        .out(button_was_pressed)
    );
    always_ff @( posedge clk_i or posedge KEY[1] ) begin
        if      (KEY[1])             SW_reg <= 10'd0;
        else if (button_was_pressed) SW_reg <= SW_i;
    end
    logic sw_event;
    always_comb begin
        if ((SW_i[0] + SW_i[1] + SW_i[2] + SW_i[3] + SW_i[4] + SW_i[5] + SW_i[6] + SW_i[7] + SW_i[8] + SW_i[9]) < 4'd4) sw_event = 1'b1;
        else sw_event = 1'b0;
    end
    always_ff @( posedge clk_i or posedge KEY[1] ) begin
        if (KEY[1]) cnt <= 8'd0;
        else if (button_was_pressed & sw_event) begin
            cnt <= cnt + 1'b1;
        end
    end
    hex_driver bin2hex (
        .clk_i(clk_i),
        .rst_i(KEY[1]),
        .data_i(cnt),
        .an(an_o),
        .ca(ca_o),
        .cb(cb_o),
        .cc(cc_o),
        .cd(cd_o),
        .ce(ce_o),
        .cf(cf_o),
        .cg(cg_o)
    );
    assign KEY          =   ~NKEY_i;  
    assign LEDR_o       =   SW_reg;
endmodule
</file>
==> impl_metrics.csv <==
group,metric,value,unit
sta,tns,-2991,ps
setup_path,slowest_delay,530,ps
setup_path,crit_path_start_kind,"input port",
layout,final_layout_size_suffix_gt1_share,38.67,%
synthesis,synth_top_cell_by_area,"dfrtp_1",
clock_network,cts_inserted_buffers,3,
placed_design,portBuffers,31,
synthesis,ys_warn_count,3,
global_route,gr-usage-met3,1.821,%
clock_network,cts.hold.buffers_added,0,
sta,max_clock_freq,0.3450,GHz
clock_network,cts_max_level,1,
global_route,antenna_found_initial,0,
drt,final_antenna_net_count,0,
synthesis,ys_cells,129,
synthesis,synth_cell_type_count,31,
clock_network,clock-sinks,25,
drt,drt-total-wl,2742,um
sta,fin_crit,2898,ps
floorplanning,die_w,72.98,um
sta,finalClockPeriodUsage,115.9,%
layout,utilization,45.10,%
placed_design,gp_congestion,0.8056,
setup_path,path_cells,"buf_6, fa_1, inv_1, fa_2, inv_2, fa_2, ha_4, nor4bb_1, buf_4, nand2_4, mux2_4",
layout,largest_reg_flops,10,
sta,fin_ws,-398.1,ps
drt,drtPass1Iterations,3,
outcome,status,"finished with violations",
synthesis,synth-edff-count,0,
global_route,grt_use_met1,14.86,%
global_route,use_met2,19.55,%
power,power.density,815.5,mW/mm^2
floorplanning,io_pins,38,
global_route,grt_pass1_wl,4623,um
sta,relSlewSlack,43.58,%
drt,avgViaCountPerCell,4.427,
layout,fin_area,0.002158,mm^2
global_route,grt_use_total,10.96,%
drt,via_count,1098,
sta,clock_skew,2.917,ps
placed_design,dp.cells,230,
placed_design,dpl_cell_area,0.001922,mm^2
clock_network,insertion_delay,260,ps
sta,setup_viol,8,
sta,rsz0062_at_grt,"true",
power,p_leak,0.9867,nW
layout,syn_to_final_growth,42.80,%
drt,wl_per_cell,11.06,um
synthesis,synth_seq_share,40.40,%
clock_network,tritoncts,"done",
setup_path,critical-path-slowest-cell,"fa_2",
floorplanning,fp.dieH,72.98,um
sta,worst_slew_pin_slew,844.5,ps
setup_path,cp.required,2650,ps
synthesis,area_leaders,"dfrtp_1, mux2_2, ha_1",
job,max-cap-violations,0,
placed_design,dp_hpwl,1950,um
global_route,grt_max_degree,23,
floorplanning,dieArea,0.005326,mm^2
job,tool_warnings,34,
setup_path,path_max_fanout,2,
sta,finalHoldViolations,0,
setup_path,worst-setup-path-type,"input port to flip-flop",
clock_network,clock_path_buffers,2,
synthesis,synth_top_area_share,36.42,%
drt,route.detailed.drc,0,
global_route,grt_pass1_vias,1095,
setup_path,ff2ff_path_depth,2,
power,p_total,1.760,mW
floorplanning,core,0.004786,mm^2
synthesis,ff_type,"dfrtp_1",
synthesis,async_flop_share,88.00,%
clock_network,ctsRootBufferMaster,"clkbuf_8",
synthesis,numSynthFlops,25,
synthesis,syn_area,0.001511,mm^2
setup_path,cpMostUsedCell,"fa_2",
global_route,gr-total-overflow,0,
sta,finalMaxSlewViolations,0,
clock_network,path_clk_slew,80,ps
placed_design,pre_cts_slack,-1033,ps
drt,antenna_cells,0,
outcome,failed_checks,"negative setup slack",
floorplanning,rows,25,
global_route,busiest_layer,"met2",
drt,drt_iter0_markers,6,
min_path,hold_class,"flip-flop to flip-flop",
synthesis,postSynthAreaPerCell,11.72,um^2
min_path,holdPathStages,0,
synthesis,yosys-top-cells-count,"dfrtp_1, inv_1, mux2_2, ha_1, xnor2_1",
synthesis,ys_chip_area,0.001511,mm^2
layout,final_cells,248,
synthesis,most_common_cell,"dfrtp_1",
sta,hold_ws,334.1,ps
floorplanning,initCoreUtil,31.58,%
setup_path,cp-end-kind,"flip-flop",
setup_path,worstPathArrival,3050,ps
power,peakVddDrop,385.1,uV
synthesis,postSynthCellCount,129,
-- timing repair --
action	in CTS	in global routing
setup endpoints to repair	15	13
resized	45	17
setup buffers	10	4
pin swaps	15	11
-- power breakdown --
group / switching (mW) / total (mW) / internal, mW
Combinational: 0.392 / 1.01 / 0.616
Clock: 0.125 / 0.237 / 0.113
Sequential: 0.0558 / 0.515 / 0.459
Total: 0.572 / 1.76 / 1.19
-- critical path: cells and delay by family --
family,cells,cell delay [ps]
buf+inv,4,380
simple gates,2,330
mux,1,290
fa+ha+maj,4,1560
-- cell usage in the layout, fill, tap and decap left out, drive strengths merged --
cell            n
inv            17
fa              5
and4            2
a22o            1
clkdlybuf4s50  18
mux2           13
nand4           3
and3            3
nand2           4
nand3           5
o21ai           1
dfrtp          22
o2bb2ai         2
nor2            1
ha             10
clkinvlp        1
nor4bb          1
conb            6
nor2b           2
and2            1
clkbuf          5
buf            29
dfxtp           3
mux4            1
mux2i           6
dlymetal6s2s    1
xor2            1
dlygate4sd2     4
a211oi          1
a31o            1
nor3            2
xnor2           9
-- logic make-up (layout without fill, tap and decap cells) --
family | after synthesis | in the layout | share of synthesized area, %
xor+xnor | 10 | 10 | 5.795
compound gates | 6 | 6 | 3.477
buf+inv | 28 | 75 | 9.851
flops | 25 | 25 | 40.40
simple gates | 24 | 24 | 9.106
other cells | 1 | 6 | 0.2481
mux | 20 | 20 | 16.22
fa+ha+maj | 15 | 15 | 14.90
-- worst paths after layout --
kind                                                    from                      endpoint  slack (ps)
max in group asynchronous                          NKEY_i[1]                        cnt[5]        1710
worst min-delay path            button.button_syncroniser[0]  button.button_syncroniser[1]         330
worst max register to register  button.button_syncroniser[1]                     SW_reg[3]         960
min in group asynchronous                          NKEY_i[1]                     SW_reg[0]         570
worst min register to register  button.button_syncroniser[0]  button.button_syncroniser[1]         330
worst max-delay path                                 SW_i[5]                        cnt[1]        -400
-- area by class of cell --
class | count | area, um^2
Fill cell | 438 | 2628
Tap cell | 67 | 83.83
Inverter | 17 | 63.81
Clock inverter | 1 | 7.507
Multi-Input combinational cell | 81 | 863.3
Sequential cell | 25 | 610.6
Clock buffer | 3 | 41.29
Timing Repair Buffer | 54 | 488.0
-- metal layers --
layer	wire length (um)	part of all wire, %
met2	1348	49
met1	1196	44
met5	0	0
met4	16	0.58
met3	181	6.6
Power and IR drop assume default switching activity.
